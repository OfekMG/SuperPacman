File: design/flow/design.v
module ghostBitMap ( 
    input  logic        clk,
    input  logic        resetN,
    input  logic [10:0] offsetX,  
    input  logic [10:0] offsetY,
    input  logic        InsideRectangle,  
    output logic        drawingRequest,  
    output logic [7:0]  RGBout,   
    output logic [2:0]  HitEdgeCode 
);
localparam int OBJECT_NUMBER_OF_Y_BITS = 5;
localparam int OBJECT_NUMBER_OF_X_BITS = 5;
localparam int OBJECT_HEIGHT_Y = 32;
localparam int OBJECT_WIDTH_X  = 32;
logic [3:0] HitCodeX; 
logic [3:0] HitCodeY; 
assign HitCodeX = offsetX[OBJECT_NUMBER_OF_X_BITS-1:0] >> 1;  
assign HitCodeY = offsetY[OBJECT_NUMBER_OF_Y_BITS-1:0] >> 1;
localparam logic [7:0] TRANSPARENT_ENCODING = 8'hFF; 
logic [0:OBJECT_HEIGHT_Y-1] [0:OBJECT_WIDTH_X-1] [7:0] object_colors = {
	{8'hFF,8'hFF,8'hFF,8'hFF,8'hFF,8'hFF,8'hFF,8'hFF,8'hFF,8'hFF,8'he0,8'he0,8'he0,8'he0,8'he0,8'he0,8'he0,8'he0,8'he0,8'he0,8'he0,8'he0,8'hFF,8'hFF,8'hFF,8'hFF,8'hFF,8'hFF,8'hFF,8'hFF,8'hFF,8'hFF},
	{8'hFF,8'hFF,8'hFF,8'hFF,8'hFF,8'hFF,8'hFF,8'hFF,8'hFF,8'hFF,8'he0,8'he0,8'he0,8'he0,8'he0,8'he0,8'he0,8'he0,8'he0,8'he0,8'he0,8'he0,8'hFF,8'hFF,8'hFF,8'hFF,8'hFF,8'hFF,8'hFF,8'hFF,8'hFF,8'hFF},
	{8'hFF,8'hFF,8'hFF,8'hFF,8'hFF,8'hFF,8'he0,8'he0,8'he0,8'he0,8'he0,8'he0,8'he0,8'he0,8'he0,8'he0,8'he0,8'he0,8'he0,8'he0,8'he0,8'he0,8'he0,8'he0,8'he0,8'he0,8'hFF,8'hFF,8'hFF,8'hFF,8'hFF,8'hFF},
	{8'hFF,8'hFF,8'hFF,8'hFF,8'hFF,8'hFF,8'he0,8'he0,8'he0,8'he0,8'he0,8'he0,8'he0,8'he0,8'he0,8'he0,8'he0,8'he0,8'he0,8'he0,8'he0,8'he0,8'he0,8'he0,8'he0,8'he0,8'hFF,8'hFF,8'hFF,8'hFF,8'hFF,8'hFF},
	{8'hFF,8'hFF,8'hFF,8'hFF,8'he0,8'he0,8'he0,8'he0,8'he0,8'he0,8'he0,8'he0,8'he0,8'he0,8'he0,8'he0,8'he0,8'he0,8'he0,8'he0,8'he0,8'he0,8'he0,8'he0,8'he0,8'he0,8'he0,8'he0,8'hFF,8'hFF,8'hFF,8'hFF},
	{8'hFF,8'hFF,8'hFF,8'hFF,8'he0,8'he0,8'he0,8'he0,8'he0,8'he0,8'he0,8'he0,8'he0,8'he0,8'he0,8'he0,8'he0,8'he0,8'he0,8'he0,8'he0,8'he0,8'he0,8'he0,8'he0,8'he0,8'he0,8'he0,8'hFF,8'hFF,8'hFF,8'hFF},
	{8'hFF,8'hFF,8'he0,8'he0,8'he0,8'he0,8'he0,8'he0,8'he0,8'he0,8'he0,8'he0,8'he0,8'he0,8'he0,8'he0,8'he0,8'he0,8'he0,8'he0,8'he0,8'he0,8'he0,8'he0,8'he0,8'he0,8'he0,8'he0,8'he0,8'he0,8'hFF,8'hFF},
	{8'hFF,8'hFF,8'he0,8'he0,8'he0,8'he0,8'he0,8'he0,8'he0,8'he0,8'he0,8'he0,8'he0,8'he0,8'he0,8'he0,8'he0,8'he0,8'he0,8'he0,8'he0,8'he0,8'he0,8'he0,8'he0,8'he0,8'he0,8'he0,8'he0,8'he0,8'hFF,8'hFF},
	{8'hFF,8'hFF,8'he0,8'he0,8'he0,8'he0,8'he0,8'he0,8'hff,8'hff,8'hff,8'hff,8'he0,8'he0,8'he0,8'he0,8'he0,8'he0,8'he0,8'he0,8'hff,8'hff,8'hff,8'hff,8'he0,8'he0,8'he0,8'he0,8'he0,8'he0,8'hFF,8'hFF},
	{8'hFF,8'hFF,8'he0,8'he0,8'he0,8'he0,8'he0,8'he0,8'hff,8'hff,8'hff,8'hff,8'he0,8'he0,8'he0,8'he0,8'he0,8'he0,8'he0,8'he0,8'hff,8'hff,8'hff,8'hff,8'he0,8'he0,8'he0,8'he0,8'he0,8'he0,8'hFF,8'hFF},
	{8'hFF,8'hFF,8'he0,8'he0,8'he0,8'he0,8'hff,8'hff,8'hff,8'hff,8'hff,8'hff,8'hff,8'hff,8'he0,8'he0,8'he0,8'he0,8'hff,8'hff,8'hff,8'hff,8'hff,8'hff,8'hff,8'hff,8'he0,8'he0,8'he0,8'he0,8'hFF,8'hFF},
	{8'hFF,8'hFF,8'he0,8'he0,8'he0,8'he0,8'hff,8'hff,8'hff,8'hff,8'hff,8'hff,8'hff,8'hff,8'he0,8'he0,8'he0,8'he0,8'hff,8'hff,8'hff,8'hff,8'hff,8'hff,8'hff,8'hff,8'he0,8'he0,8'he0,8'he0,8'hFF,8'hFF},
	{8'he0,8'he0,8'he0,8'he0,8'he0,8'he0,8'hff,8'hff,8'hFF,8'hFF,8'hFF,8'hFF,8'hff,8'hff,8'he0,8'he0,8'he0,8'he0,8'hff,8'hff,8'hFF,8'hFF,8'hFF,8'hFF,8'hff,8'hff,8'he0,8'he0,8'he0,8'he0,8'he0,8'he0},
	{8'he0,8'he0,8'he0,8'he0,8'he0,8'he0,8'hff,8'hff,8'hFF,8'hFF,8'hFF,8'hFF,8'hff,8'hff,8'he0,8'he0,8'he0,8'he0,8'hff,8'hff,8'hFF,8'hFF,8'hFF,8'hFF,8'hff,8'hff,8'he0,8'he0,8'he0,8'he0,8'he0,8'he0},
	{8'he0,8'he0,8'he0,8'he0,8'he0,8'he0,8'hff,8'hff,8'hFF,8'hFF,8'hFF,8'hFF,8'hff,8'hff,8'he0,8'he0,8'he0,8'he0,8'hff,8'hff,8'hFF,8'hFF,8'hFF,8'hFF,8'hff,8'hff,8'he0,8'he0,8'he0,8'he0,8'he0,8'he0},
	{8'he0,8'he0,8'he0,8'he0,8'he0,8'he0,8'hff,8'hff,8'hFF,8'hFF,8'hFF,8'hFF,8'hff,8'hff,8'he0,8'he0,8'he0,8'he0,8'hff,8'hff,8'hFF,8'hFF,8'hFF,8'hFF,8'hff,8'hff,8'he0,8'he0,8'he0,8'he0,8'he0,8'he0},
	{8'he0,8'he0,8'he0,8'he0,8'he0,8'he0,8'he0,8'he0,8'hff,8'hff,8'hff,8'hff,8'he0,8'he0,8'he0,8'he0,8'he0,8'he0,8'he0,8'he0,8'hff,8'hff,8'hff,8'hff,8'he0,8'he0,8'he0,8'he0,8'he0,8'he0,8'he0,8'he0},
	{8'he0,8'he0,8'he0,8'he0,8'he0,8'he0,8'he0,8'he0,8'hff,8'hff,8'hff,8'hff,8'he0,8'he0,8'he0,8'he0,8'he0,8'he0,8'he0,8'he0,8'hff,8'hff,8'hff,8'hff,8'he0,8'he0,8'he0,8'he0,8'he0,8'he0,8'he0,8'he0},
	{8'he0,8'he0,8'he0,8'he0,8'he0,8'he0,8'he0,8'he0,8'he0,8'he0,8'he0,8'he0,8'he0,8'he0,8'he0,8'he0,8'he0,8'he0,8'he0,8'he0,8'he0,8'he0,8'he0,8'he0,8'he0,8'he0,8'he0,8'he0,8'he0,8'he0,8'he0,8'he0},
	{8'he0,8'he0,8'he0,8'he0,8'he0,8'he0,8'he0,8'he0,8'he0,8'he0,8'he0,8'he0,8'he0,8'he0,8'he0,8'he0,8'he0,8'he0,8'he0,8'he0,8'he0,8'he0,8'he0,8'he0,8'he0,8'he0,8'he0,8'he0,8'he0,8'he0,8'he0,8'he0},
	{8'he0,8'he0,8'he0,8'he0,8'he0,8'he0,8'he0,8'he0,8'he0,8'he0,8'he0,8'he0,8'he0,8'he0,8'he0,8'he0,8'he0,8'he0,8'he0,8'he0,8'he0,8'he0,8'he0,8'he0,8'he0,8'he0,8'he0,8'he0,8'he0,8'he0,8'he0,8'he0},
	{8'he0,8'he0,8'he0,8'he0,8'he0,8'he0,8'he0,8'he0,8'he0,8'he0,8'he0,8'he0,8'he0,8'he0,8'he0,8'he0,8'he0,8'he0,8'he0,8'he0,8'he0,8'he0,8'he0,8'he0,8'he0,8'he0,8'he0,8'he0,8'he0,8'he0,8'he0,8'he0},
	{8'he0,8'he0,8'he0,8'he0,8'he0,8'he0,8'he0,8'he0,8'he0,8'he0,8'he0,8'he0,8'he0,8'he0,8'he0,8'he0,8'he0,8'he0,8'he0,8'he0,8'he0,8'he0,8'he0,8'he0,8'he0,8'he0,8'he0,8'he0,8'he0,8'he0,8'he0,8'he0},
	{8'he0,8'he0,8'he0,8'he0,8'he0,8'he0,8'he0,8'he0,8'he0,8'he0,8'he0,8'he0,8'he0,8'he0,8'he0,8'he0,8'he0,8'he0,8'he0,8'he0,8'he0,8'he0,8'he0,8'he0,8'he0,8'he0,8'he0,8'he0,8'he0,8'he0,8'he0,8'he0},
	{8'he0,8'he0,8'he0,8'he0,8'he0,8'he0,8'he0,8'he0,8'he0,8'he0,8'he0,8'he0,8'he0,8'he0,8'he0,8'he0,8'he0,8'he0,8'he0,8'he0,8'he0,8'he0,8'he0,8'he0,8'he0,8'he0,8'he0,8'he0,8'he0,8'he0,8'he0,8'he0},
	{8'he0,8'he0,8'he0,8'he0,8'he0,8'he0,8'he0,8'he0,8'he0,8'he0,8'he0,8'he0,8'he0,8'he0,8'he0,8'he0,8'he0,8'he0,8'he0,8'he0,8'he0,8'he0,8'he0,8'he0,8'he0,8'he0,8'he0,8'he0,8'he0,8'he0,8'he0,8'he0},
	{8'he0,8'he0,8'he0,8'he0,8'he0,8'he0,8'he0,8'he0,8'he0,8'he0,8'he0,8'he0,8'he0,8'he0,8'he0,8'he0,8'he0,8'he0,8'he0,8'he0,8'he0,8'he0,8'he0,8'he0,8'he0,8'he0,8'he0,8'he0,8'he0,8'he0,8'he0,8'he0},
	{8'he0,8'he0,8'he0,8'he0,8'he0,8'he0,8'he0,8'he0,8'he0,8'he0,8'he0,8'he0,8'he0,8'he0,8'he0,8'he0,8'he0,8'he0,8'he0,8'he0,8'he0,8'he0,8'he0,8'he0,8'he0,8'he0,8'he0,8'he0,8'he0,8'he0,8'he0,8'he0},
	{8'he0,8'he0,8'he0,8'he0,8'hFF,8'hFF,8'he0,8'he0,8'he0,8'he0,8'he0,8'he0,8'he0,8'he0,8'hFF,8'hFF,8'hFF,8'hFF,8'he0,8'he0,8'he0,8'he0,8'he0,8'he0,8'he0,8'he0,8'hFF,8'hFF,8'he0,8'he0,8'he0,8'he0},
	{8'he0,8'he0,8'he0,8'he0,8'hFF,8'hFF,8'he0,8'he0,8'he0,8'he0,8'he0,8'he0,8'he0,8'he0,8'hFF,8'hFF,8'hFF,8'hFF,8'he0,8'he0,8'he0,8'he0,8'he0,8'he0,8'he0,8'he0,8'hFF,8'hFF,8'he0,8'he0,8'he0,8'he0},
	{8'he0,8'he0,8'hFF,8'hFF,8'hFF,8'hFF,8'hFF,8'hFF,8'he0,8'he0,8'he0,8'he0,8'hFF,8'hFF,8'hFF,8'hFF,8'hFF,8'hFF,8'hFF,8'hFF,8'he0,8'he0,8'he0,8'he0,8'hFF,8'hFF,8'hFF,8'hFF,8'hFF,8'hFF,8'he0,8'he0},
	{8'he0,8'he0,8'hFF,8'hFF,8'hFF,8'hFF,8'hFF,8'hFF,8'he0,8'he0,8'he0,8'he0,8'hFF,8'hFF,8'hFF,8'hFF,8'hFF,8'hFF,8'hFF,8'hFF,8'he0,8'he0,8'he0,8'he0,8'hFF,8'hFF,8'hFF,8'hFF,8'hFF,8'hFF,8'he0,8'he0}};
logic [0:15][0:15][2:0] hit_colors = {
    48'o4433333333333344, 
    48'o4443333333333444, 
    48'o1444333333334442, 
    48'o1144433333344422, 
    48'o1114443333444222, 
    48'o1111444334442222, 
    48'o1111144444422222, 
    48'o1111114444222222, 
    48'o1111114444222222, 
    48'o1111144444422222, 
    48'o1111444004442222, 
    48'o1114440000444222, 
    48'o1144400000044422, 
    48'o1444000000004442, 
    48'o4440000000000444, 
    48'o4400000000000044
};
always_ff @(posedge clk or negedge resetN) begin
    if (!resetN) begin
        RGBout      <= 8'h00;
        HitEdgeCode <= 3'h0;
    end else begin
        RGBout      <= TRANSPARENT_ENCODING;  
        HitEdgeCode <= 3'h0;
        if (InsideRectangle == 1'b1) begin  
            RGBout <= object_colors[offsetY[4:0]][offsetX[4:0]];
            HitEdgeCode <= hit_colors[HitCodeY][HitCodeX];  
        end
    end
end
assign drawingRequest = (RGBout != TRANSPARENT_ENCODING) ? 1'b1 : 1'b0;  
endmodule
File: design/flow/run.sh
#!/bin/bash
# OpenROAD 26Q1-2900-gdf79404cd8, Yosys 0.63+post, stock flow scripts
make -C /OpenROAD-flow-scripts/flow DESIGN_CONFIG=/design/flow/config.mk WORK_HOME=/design/flow/orfs finish
File: design/flow/config.mk
export PLATFORM = sky130hd
export DESIGN_NAME = ghostBitMap
export DESIGN_NICKNAME = ghostBitMap
export VERILOG_FILES = /design/flow/design.v
export SDC_FILE = /design/flow/constraint.sdc
export NUM_CORES = 4
export LEC_CHECK = 1
export CORE_UTILIZATION = 50
File: design/flow/constraint.sdc
current_design ghostBitMap

set clk_period 1.0
set clk_io_pct 0.2

create_clock -name clk0 -period $clk_period [get_ports {clk}]

set non_clock_inputs [all_inputs -no_clocks]
set_input_delay [expr $clk_period * $clk_io_pct] -clock clk0 $non_clock_inputs
set_output_delay [expr $clk_period * $clk_io_pct] -clock clk0 [all_outputs]
==> run summary <==
Results of the full flow below.

Placement:
- The run puts the area of placed instances at 0.00495 mm^2.
- Detailed placement finished with a half-perimeter wire length of 11.7 mm.
- Input and output buffers added on the ports amount to 22.
- The run gives the final RePlAce weighted congestion as 1.17.

STA:
- The run gives the time the final worst path needs with I/O delays and setup as 3390 ps.
- The run puts the number of hold-slack violations in the final timing report at 0.
- Setup repair after global routing could not meet its margin everywhere.
- For this run, the final setup violation count is recorded as 7.
- The run gives the final worst-path cycle share as 339%.
- The run gives the worst hold margin as 198 ps.
- The run gives the max-slew headroom at the worst pin as 67.2%.
- The run gives the peak clock frequency supported by timing as 295 MHz.
- The transition time recorded at the tightest slew-check pin is 487 ps.
- The run puts the number of max-slew violations in the final report at 0.
- The run puts the final worst-path setup slack at -2390 ps.

Synthesis:
- After synthesis, the cell types taking the most area are ha_1 (9.5%), a21oi_1 (6.1%), o21ai_0 (6.0%).
- The run gives the share of flip-flops with an asynchronous set or reset as 100%.
- The run gives the count of cell types in the netlist as 75.
- The run gives the count of instantiated cells in the yosys netlist as 505.
- The run puts the chip area estimate from yosys synthesis at 0.00343 mm^2.
- The run gives the number of enable flip-flop cells as 0.
- ha_1 takes more of the synthesized area than any other cell.
- The run gives the mean instance size in the synthesized netlist as 6.80 um^2.
- In the synthesized netlist, the number of instances is 505.
- The run puts the count of yosys warnings during synthesis at 1.
- The run gives the flip-flop cell with the highest count after synthesis as dfrtp_1.
- The mapped netlist covers 0.00343 mm^2.
- The run puts the share of Yosys cell area claimed by the top area cell type at 9.47%.
- After synthesis the netlist holds a flip-flop and latch count of 5.
- The run gives the sequential share of the synthesized area as 3.64%.

Floorplan:
- The run puts the number of top-level pins at 37.
- The run gives the starting utilization of the core area as 52.9%.
- The run gives the die width as 84.9 um.
- The run puts the number of core rows at 29.
- After floorplanning, the core was sized to cover 0.00649 mm^2.
- The vertical die dimension reported for this design is 84.9 um.
- The run gives the total die area as 0.00720 mm^2.

Clock tree:
- Clock tree synthesis selected as its root buffer the cell clkbuf_8.
- The run gives the count of hold buffers inserted by post-cts repair as 0.
- The run puts the number of clock buffers inserted by TritonCTS at 3.
- TritonCTS built the clock tree.
- Per the CTS log, the maximum H-tree level is 1.
- The clock passes through at most 2 buffers.
- The run puts the clock net sink count at 5.
- Clock-pin slew was measured on the worst setup and hold paths at 30 ps.

Flow run:
- The run puts the number of warnings the tools reported at 60.
- The number of maximum-capacitance violations recorded for the run is 0.

Global routing:
- The run gives the largest net degree at the start of global routing as 21.
- The run puts the global route total overflow at 0.
- The number of global-route vias before repair came to 4928.
- The first global-routing pass estimated 26.1 mm of wire.
- The run gives the total routing resource utilization after global routing as 48.1%.
- The run gives the initial antenna violation count as 0.

Routing:
- For this sky-water flow run, the detailed-routed wirelength per cell is reported as 23.1 um.
- The detail route stage leaves a number of antenna-violating nets equal to 0.
- In the routed design, unresolved DRC markers number 0.
- The run puts the detailed-routing iteration count for the pre-antenna-repair pass at 17.
- The run gives the first-iteration detailed-routing DRC count as 713.
- The run gives the overall via count from detail_route as 5232.
- The run gives the overall routed net length as 17.2 mm.
- The run gives the number of antenna repair diodes as 0.
- Per the detail_route report, vias per standard cell equal 7.02.

Finish:
- The run gives the commonest non-fill, non-tap cell in the layout as buf_4.
- The most common logic cells in the final layout are buf_4 (173), a21oi_1 (37), nand2_1 (33), o21ai_0 (33), nor2_1 (32).
- In the final layout, the share of cells above drive strength 1 is 41.5%.
- The run gives the area added between synthesis and finish as 58.1%.
- The run puts the number of inserted filler cells in the final layout at 369.
- The run puts the post-route cell area at 0.00543 mm^2.

Setup path:
- The run gives the largest stage delay on the critical path as 520 ps.
- The run gives the combined buffer and inverter count along the critical path as 4.
- The worst setup path is captured at a flip-flop.
- The run gives the slowest cell on the critical path as fa_2.
- The run gives the required time reported for the critical path endpoint as 1080 ps.
- The run gives the cell type group with the largest total delay on the critical path as adder cells.
- The run gives the critical path start-end classification as in2reg.
- Traced cell by cell, the critical path runs through buf_8, inv_8, ha_4, ha_4, fa_2, xor2_2, ha_2, inv_2, fa_2, buf_8, or2_4, o31ai_1, a21oi_1, o311ai_2, o22ai_1.
- The run puts the critical path data arrival time at 3470 ps.
- OpenSTA lists the critical path startpoint as offsetX[3].
- STA classifies the critical path startpoint as an input pin.
- The run puts the highest net fanout along the worst path at 9.

Outcome:
- The run finished, with violations left.
- The checks that failed: setup timing.

Pwr:
- Per the OpenROAD power report, leakage power amounts to 0.00235 uW.
- The run gives the worst ir drop on vdd as 0.798 mV.
- In this run the power density over the cells is 1410 mW/mm^2.

Hold path:
- The worst hold path belongs to the class in2async.
==> synthesized netlist by cell type, types with 3 or more instances <==
library cell  instances
nand2_1              37
o311ai_0              3
o221ai_1              4
o31ai_1               4
o2111ai_1             3
nor3_1               18
o21ai_0              41
a211oi_1             18
fa_1                  3
a21oi_1              42
nand2b_1             17
buf_2                21
and2_1                5
a31oi_1               8
dfrtp_1               5
buf_4                11
a221oi_1              3
nand3_1              11
mux4_2                4
nor2_1               32
nor4_1                4
o311a_1               3
a32oi_1               4
o21ai_1               3
a311o_1               3
or3_1                 4
xnor2_1               4
xor2_1                4
inv_1                20
a22oi_1               3
o22ai_1               9
o32ai_1               3
nor2b_1              10
a21o_1                6
a2111oi_0             4
buf_1                 4
a311oi_1              7
clkbuf_1             15
buf_6                 3
ha_1                 26
mux2i_1              10
a211o_1               5
o211ai_1             15
==> worst paths after layout <==
| kind | cells after the start | slack (ps) | end |
|---|---|---|---|
| max | 15 | -2390 | HitEdgeCode[0] |
| max in group asynchronous | 1 | 610 | RGBout[6] |
| min in group clk0 | 2 | 700 | RGBout[4] |
| min | 1 | 200 | HitEdgeCode[0] |
==> layer usage <==
layer	vias to the layer above	track usage, %	share of wire (%)
met1	2332	64.5	37
met5	-	0	0
met2	499	71.8	41
met3	156	13.3	14
met4	0	25.1	8.0
li1	2245	-	-
==> metrics by stage <==
step | setup slack, ps | utilization, % | setup TNS (ps) | total power (uW) | std cells
after floorplan | -2330 | - | -7830 | 3670 | 505
after global placement | -3070 | 76.3 | -11440 | 6170 | 727
after detailed placement | -3080 | 76.3 | -11620 | 6170 | 727
after CTS | -2300 | 81.8 | -8000 | 7120 | 744
after global routing | -2460 | 83.6 | -8720 | 8020 | 745
final | -2390 | 83.6 | -8360 | 7660 | 745
==> state kept, by name, summed over array words and instances, names as in the netlist <==
signal / flops
RGBout: 2
HitEdgeCode: 3
==> timing repair <==
action | 4_1_cts | 5_1_grt
buffers inserted | 11 | 5
gates resized | 96 | 37
endpoints found under the setup margin | 16 | 8
cloned | 2 | 0
pin swaps | 24 | 25
==> kinds of logic after synthesis <==
group | after synthesis | synth area share, %
xor+xnor | 8 | 2.04
other cells | 1 | 0.109
flops | 5 | 3.64
fa+ha+maj | 29 | 11.2
compound gates | 210 | 41.4
buf+inv | 77 | 11.1
simple gates | 158 | 24.0
mux | 17 | 6.52
==> where the power goes <==
part           internal, uW  switching [uW]  total, uW
sequential              246            16.6        263
clock                   273            95.0        368
combinational          3260            3770       7030
total                  3780            3880       7660
==> final cells by class <==
| type | instances | area, um^2 | area share (%) |
|---|---|---|---|
| tap | 77 | 96.3 | 1.77 |
| multi-input combinational | 423 | 3270 | 60.1 |
| sequential | 5 | 125 | 2.30 |
| clock buffer | 4 | 45.0 | 0.829 |
| timing repair buffer | 214 | 1790 | 32.9 |
| inverter | 22 | 111 | 2.05 |
No activity file was given, so power comes from the tool's default toggle rates.
