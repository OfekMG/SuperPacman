==> ./design.v <==
module smileyBitMap ( 
    input  logic        clk,
    input  logic        resetN,
    input  logic [10:0] offsetX,  
    input  logic [10:0] offsetY,
    input  logic        InsideRectangle,  
    output logic        drawingRequest,  
    output logic [7:0]  RGBout,   
    output logic [2:0]  HitEdgeCode 
);
localparam int OBJECT_NUMBER_OF_Y_BITS = 5;
localparam int OBJECT_NUMBER_OF_X_BITS = 5;
localparam int OBJECT_HEIGHT_Y = 32;
localparam int OBJECT_WIDTH_X  = 32;
logic [3:0] HitCodeX; 
logic [3:0] HitCodeY; 
assign HitCodeX = offsetX[OBJECT_NUMBER_OF_X_BITS-1:0] >> 1;  
assign HitCodeY = offsetY[OBJECT_NUMBER_OF_Y_BITS-1:0] >> 1;
localparam logic [7:0] TRANSPARENT_ENCODING = 8'hFF; 
logic [0:OBJECT_HEIGHT_Y-1][0:OBJECT_WIDTH_X-1][7:0] object_colors = {
	{8'h00,8'h00,8'h00,8'h00,8'h00,8'h00,8'h00,8'h00,8'h00,8'h00,8'hfc,8'hfc,8'hfc,8'hfc,8'hfc,8'hfc,8'hfc,8'hfc,8'hfc,8'hfc,8'hfc,8'hfc,8'h00,8'h00,8'h00,8'h00,8'h00,8'h00,8'h00,8'h00,8'h00,8'h00},
	{8'h00,8'h00,8'h00,8'h00,8'h00,8'h00,8'h00,8'h00,8'h00,8'h00,8'hfc,8'hfc,8'hfc,8'hfc,8'hfc,8'hfc,8'hfc,8'hfc,8'hfc,8'hfc,8'hfc,8'hfc,8'h00,8'h00,8'h00,8'h00,8'h00,8'h00,8'h00,8'h00,8'h00,8'h00},
	{8'h00,8'h00,8'h00,8'h00,8'h00,8'h00,8'hfc,8'hfc,8'hfc,8'hfc,8'hfc,8'hfc,8'hfc,8'hfc,8'hfc,8'hfc,8'hfc,8'hfc,8'hfc,8'hfc,8'hfc,8'hfc,8'hfc,8'hfc,8'hfc,8'hfc,8'h00,8'h00,8'h00,8'h00,8'h00,8'h00},
	{8'h00,8'h00,8'h00,8'h00,8'h00,8'h00,8'hfc,8'hfc,8'hfc,8'hfc,8'hfc,8'hfc,8'hfc,8'hfc,8'hfc,8'hfc,8'hfc,8'hfc,8'hfc,8'hfc,8'hfc,8'hfc,8'hfc,8'hfc,8'hfc,8'hfc,8'h00,8'h00,8'h00,8'h00,8'h00,8'h00},
	{8'h00,8'h00,8'h00,8'h00,8'hfc,8'hfc,8'hfc,8'hfc,8'hfc,8'hfc,8'hfc,8'hfc,8'hfc,8'hfc,8'hfc,8'hfc,8'hfc,8'hfc,8'hfc,8'hfc,8'hfc,8'hfc,8'hfc,8'hfc,8'hfc,8'hfc,8'hfc,8'hfc,8'h00,8'h00,8'h00,8'h00},
	{8'h00,8'h00,8'h00,8'h00,8'hfc,8'hfc,8'hfc,8'hfc,8'hfc,8'hfc,8'hfc,8'hfc,8'hfc,8'hfc,8'hfc,8'hfc,8'hfc,8'hfc,8'hfc,8'hfc,8'hfc,8'hfc,8'hfc,8'hfc,8'hfc,8'hfc,8'hfc,8'hfc,8'h00,8'h00,8'h00,8'h00},
	{8'h00,8'h00,8'hfc,8'hfc,8'hfc,8'hfc,8'hfc,8'hfc,8'hfc,8'hfc,8'h00,8'h00,8'h00,8'h00,8'hfc,8'hfc,8'hfc,8'hfc,8'hfc,8'hfc,8'hfc,8'hfc,8'hfc,8'hfc,8'hfc,8'hfc,8'hfc,8'hfc,8'hfc,8'hfc,8'h00,8'h00},
	{8'h00,8'h00,8'hfc,8'hfc,8'hfc,8'hfc,8'hfc,8'hfc,8'hfc,8'hfc,8'h00,8'h00,8'h00,8'h00,8'hfc,8'hfc,8'hfc,8'hfc,8'hfc,8'hfc,8'hfc,8'hfc,8'hfc,8'hfc,8'hfc,8'hfc,8'hfc,8'hfc,8'hfc,8'hfc,8'h00,8'h00},
	{8'h00,8'h00,8'hfc,8'hfc,8'hfc,8'hfc,8'hfc,8'hfc,8'hfc,8'hfc,8'h00,8'h00,8'h00,8'h00,8'hfc,8'hfc,8'hfc,8'hfc,8'hfc,8'hfc,8'hfc,8'hfc,8'hfc,8'hfc,8'hfc,8'hfc,8'hfc,8'hfc,8'hfc,8'hfc,8'h00,8'h00},
	{8'h00,8'h00,8'hfc,8'hfc,8'hfc,8'hfc,8'hfc,8'hfc,8'hfc,8'hfc,8'h00,8'h00,8'h00,8'h00,8'hfc,8'hfc,8'hfc,8'hfc,8'hfc,8'hfc,8'hfc,8'hfc,8'hfc,8'hfc,8'hfc,8'hfc,8'hfc,8'hfc,8'hfc,8'hfc,8'h00,8'h00},
	{8'hfc,8'hfc,8'hfc,8'hfc,8'hfc,8'hfc,8'hfc,8'hfc,8'hfc,8'hfc,8'hfc,8'hfc,8'hfc,8'hfc,8'hfc,8'hfc,8'hfc,8'hfc,8'hfc,8'hfc,8'hfc,8'hfc,8'hfc,8'hfc,8'h00,8'h00,8'h00,8'h00,8'h00,8'h00,8'h00,8'h00},
	{8'hfc,8'hfc,8'hfc,8'hfc,8'hfc,8'hfc,8'hfc,8'hfc,8'hfc,8'hfc,8'hfc,8'hfc,8'hfc,8'hfc,8'hfc,8'hfc,8'hfc,8'hfc,8'hfc,8'hfc,8'hfc,8'hfc,8'hfc,8'hfc,8'h00,8'h00,8'h00,8'h00,8'h00,8'h00,8'h00,8'h00},
	{8'hfc,8'hfc,8'hfc,8'hfc,8'hfc,8'hfc,8'hfc,8'hfc,8'hfc,8'hfc,8'hfc,8'hfc,8'hfc,8'hfc,8'hfc,8'hfc,8'hfc,8'hfc,8'h00,8'h00,8'h00,8'h00,8'h00,8'h00,8'h00,8'h00,8'h00,8'h00,8'h00,8'h00,8'h00,8'h00},
	{8'hfc,8'hfc,8'hfc,8'hfc,8'hfc,8'hfc,8'hfc,8'hfc,8'hfc,8'hfc,8'hfc,8'hfc,8'hfc,8'hfc,8'hfc,8'hfc,8'hfc,8'hfc,8'h00,8'h00,8'h00,8'h00,8'h00,8'h00,8'h00,8'h00,8'h00,8'h00,8'h00,8'h00,8'h00,8'h00},
	{8'hfc,8'hfc,8'hfc,8'hfc,8'hfc,8'hfc,8'hfc,8'hfc,8'hfc,8'hfc,8'hfc,8'hfc,8'hfc,8'hfc,8'h00,8'h00,8'h00,8'h00,8'h00,8'h00,8'h00,8'h00,8'h00,8'h00,8'h00,8'h00,8'h00,8'h00,8'h00,8'h00,8'h00,8'h00},
	{8'hfc,8'hfc,8'hfc,8'hfc,8'hfc,8'hfc,8'hfc,8'hfc,8'hfc,8'hfc,8'hfc,8'hfc,8'hfc,8'hfc,8'h00,8'h00,8'h00,8'h00,8'h00,8'h00,8'h00,8'h00,8'h00,8'h00,8'h00,8'h00,8'h00,8'h00,8'h00,8'h00,8'h00,8'h00},
	{8'hfc,8'hfc,8'hfc,8'hfc,8'hfc,8'hfc,8'hfc,8'hfc,8'hfc,8'hfc,8'hfc,8'hfc,8'hfc,8'hfc,8'h00,8'h00,8'h00,8'h00,8'h00,8'h00,8'h00,8'h00,8'h00,8'h00,8'h00,8'h00,8'h00,8'h00,8'h00,8'h00,8'h00,8'h00},
	{8'hfc,8'hfc,8'hfc,8'hfc,8'hfc,8'hfc,8'hfc,8'hfc,8'hfc,8'hfc,8'hfc,8'hfc,8'hfc,8'hfc,8'h00,8'h00,8'h00,8'h00,8'h00,8'h00,8'h00,8'h00,8'h00,8'h00,8'h00,8'h00,8'h00,8'h00,8'h00,8'h00,8'h00,8'h00},
	{8'hfc,8'hfc,8'hfc,8'hfc,8'hfc,8'hfc,8'hfc,8'hfc,8'hfc,8'hfc,8'hfc,8'hfc,8'hfc,8'hfc,8'hfc,8'hfc,8'hfc,8'hfc,8'h00,8'h00,8'h00,8'h00,8'h00,8'h00,8'h00,8'h00,8'h00,8'h00,8'h00,8'h00,8'h00,8'h00},
	{8'hfc,8'hfc,8'hfc,8'hfc,8'hfc,8'hfc,8'hfc,8'hfc,8'hfc,8'hfc,8'hfc,8'hfc,8'hfc,8'hfc,8'hfc,8'hfc,8'hfc,8'hfc,8'h00,8'h00,8'h00,8'h00,8'h00,8'h00,8'h00,8'h00,8'h00,8'h00,8'h00,8'h00,8'h00,8'h00},
	{8'hfc,8'hfc,8'hfc,8'hfc,8'hfc,8'hfc,8'hfc,8'hfc,8'hfc,8'hfc,8'hfc,8'hfc,8'hfc,8'hfc,8'hfc,8'hfc,8'hfc,8'hfc,8'hfc,8'hfc,8'hfc,8'hfc,8'hfc,8'hfc,8'h00,8'h00,8'h00,8'h00,8'h00,8'h00,8'h00,8'h00},
	{8'hfc,8'hfc,8'hfc,8'hfc,8'hfc,8'hfc,8'hfc,8'hfc,8'hfc,8'hfc,8'hfc,8'hfc,8'hfc,8'hfc,8'hfc,8'hfc,8'hfc,8'hfc,8'hfc,8'hfc,8'hfc,8'hfc,8'hfc,8'hfc,8'h00,8'h00,8'h00,8'h00,8'h00,8'h00,8'h00,8'h00},
	{8'h00,8'h00,8'hfc,8'hfc,8'hfc,8'hfc,8'hfc,8'hfc,8'hfc,8'hfc,8'hfc,8'hfc,8'hfc,8'hfc,8'hfc,8'hfc,8'hfc,8'hfc,8'hfc,8'hfc,8'hfc,8'hfc,8'hfc,8'hfc,8'hfc,8'hfc,8'hfc,8'hfc,8'hfc,8'hfc,8'h00,8'h00},
	{8'h00,8'h00,8'hfc,8'hfc,8'hfc,8'hfc,8'hfc,8'hfc,8'hfc,8'hfc,8'hfc,8'hfc,8'hfc,8'hfc,8'hfc,8'hfc,8'hfc,8'hfc,8'hfc,8'hfc,8'hfc,8'hfc,8'hfc,8'hfc,8'hfc,8'hfc,8'hfc,8'hfc,8'hfc,8'hfc,8'h00,8'h00},
	{8'h00,8'h00,8'hfc,8'hfc,8'hfc,8'hfc,8'hfc,8'hfc,8'hfc,8'hfc,8'hfc,8'hfc,8'hfc,8'hfc,8'hfc,8'hfc,8'hfc,8'hfc,8'hfc,8'hfc,8'hfc,8'hfc,8'hfc,8'hfc,8'hfc,8'hfc,8'hfc,8'hfc,8'hfc,8'hfc,8'h00,8'h00},
	{8'h00,8'h00,8'hfc,8'hfc,8'hfc,8'hfc,8'hfc,8'hfc,8'hfc,8'hfc,8'hfc,8'hfc,8'hfc,8'hfc,8'hfc,8'hfc,8'hfc,8'hfc,8'hfc,8'hfc,8'hfc,8'hfc,8'hfc,8'hfc,8'hfc,8'hfc,8'hfc,8'hfc,8'hfc,8'hfc,8'h00,8'h00},
	{8'h00,8'h00,8'h00,8'h00,8'hfc,8'hfc,8'hfc,8'hfc,8'hfc,8'hfc,8'hfc,8'hfc,8'hfc,8'hfc,8'hfc,8'hfc,8'hfc,8'hfc,8'hfc,8'hfc,8'hfc,8'hfc,8'hfc,8'hfc,8'hfc,8'hfc,8'hfc,8'hfc,8'h00,8'h00,8'h00,8'h00},
	{8'h00,8'h00,8'h00,8'h00,8'hfc,8'hfc,8'hfc,8'hfc,8'hfc,8'hfc,8'hfc,8'hfc,8'hfc,8'hfc,8'hfc,8'hfc,8'hfc,8'hfc,8'hfc,8'hfc,8'hfc,8'hfc,8'hfc,8'hfc,8'hfc,8'hfc,8'hfc,8'hfc,8'h00,8'h00,8'h00,8'h00},
	{8'h00,8'h00,8'h00,8'h00,8'h00,8'h00,8'hfc,8'hfc,8'hfc,8'hfc,8'hfc,8'hfc,8'hfc,8'hfc,8'hfc,8'hfc,8'hfc,8'hfc,8'hfc,8'hfc,8'hfc,8'hfc,8'hfc,8'hfc,8'hfc,8'hfc,8'h00,8'h00,8'h00,8'h00,8'h00,8'h00},
	{8'h00,8'h00,8'h00,8'h00,8'h00,8'h00,8'hfc,8'hfc,8'hfc,8'hfc,8'hfc,8'hfc,8'hfc,8'hfc,8'hfc,8'hfc,8'hfc,8'hfc,8'hfc,8'hfc,8'hfc,8'hfc,8'hfc,8'hfc,8'hfc,8'hfc,8'h00,8'h00,8'h00,8'h00,8'h00,8'h00},
	{8'h00,8'h00,8'h00,8'h00,8'h00,8'h00,8'h00,8'h00,8'h00,8'h00,8'hfc,8'hfc,8'hfc,8'hfc,8'hfc,8'hfc,8'hfc,8'hfc,8'hfc,8'hfc,8'hfc,8'hfc,8'h00,8'h00,8'h00,8'h00,8'h00,8'h00,8'h00,8'h00,8'h00,8'h00},
	{8'h00,8'h00,8'h00,8'h00,8'h00,8'h00,8'h00,8'h00,8'h00,8'h00,8'hfc,8'hfc,8'hfc,8'hfc,8'hfc,8'hfc,8'hfc,8'hfc,8'hfc,8'hfc,8'hfc,8'hfc,8'h00,8'h00,8'h00,8'h00,8'h00,8'h00,8'h00,8'h00,8'h00,8'h00}
};
logic [0:15][0:15][2:0] hit_colors = {
    48'o4433333333333344, 
    48'o4443333333333444, 
    48'o1444333333334442, 
    48'o1144433333344422, 
    48'o1114443333444222, 
    48'o1111444334442222, 
    48'o1111144444422222, 
    48'o1111114444222222, 
    48'o1111114444222222, 
    48'o1111144444422222, 
    48'o1111444004442222, 
    48'o1114440000444222, 
    48'o1144400000044422, 
    48'o1444000000004442, 
    48'o4440000000000444, 
    48'o4400000000000044
};
always_ff @(posedge clk or negedge resetN) begin
    if (!resetN) begin
        RGBout      <= 8'h00;
        HitEdgeCode <= 3'h0;
    end else begin
        RGBout      <= TRANSPARENT_ENCODING;  
        HitEdgeCode <= 3'h0;
        if (InsideRectangle == 1'b1) begin  
            RGBout <= object_colors[offsetY[4:0]][offsetX[4:0]];
            HitEdgeCode <= hit_colors[HitCodeY][HitCodeX];  
        end
    end
end
assign drawingRequest = (RGBout != TRANSPARENT_ENCODING) ? 1'b1 : 1'b0;  
endmodule
==> ./run.sh <==
#!/bin/bash
# OpenROAD 26Q1-2900-gdf79404cd8, Yosys 0.63+post, stock flow scripts
make -C /OpenROAD-flow-scripts/flow DESIGN_CONFIG=/design/flow/config.mk WORK_HOME=/design/flow/orfs finish
==> ./config.mk <==
export PLATFORM = sky130hd
export DESIGN_NAME = smileyBitMap
export DESIGN_NICKNAME = smileyBitMap
export VERILOG_FILES = /design/flow/design.v
export SDC_FILE = /design/flow/constraint.sdc
export NUM_CORES = 4
export LEC_CHECK = 1
export CORE_UTILIZATION = 40
==> ./constraint.sdc <==
current_design smileyBitMap

set clk_period 1.0
set clk_io_pct 0.2

create_clock -name clk0 -period $clk_period [get_ports {clk}]

set non_clock_inputs [all_inputs -no_clocks]
set_input_delay [expr $clk_period * $clk_io_pct] -clock clk0 $non_clock_inputs
set_output_delay [expr $clk_period * $clk_io_pct] -clock clk0 [all_outputs]
==> qor.csv <==
metric;value;unit
tns;-8.80;ns
hold_class;in -> async;
die-area;8920;µm²
powerDensity;1460;nW/µm²
post_dp_cell_area;5030;µm²
drive_gt1_share;41.7;%
antenna_cells;0;
dp_hpwl;12300;µm
clockBufferDepth;2;
p_leak;2.36;nW
core;8260;µm²
critical_path_class;in -> reg;
synth_cells;500;
port_buffers;22;
grt_overflow;0;
ctsHoldBuffers;0;
wl_met1;6690;µm
routed_wl;15500;µm
yosys_area;3420;µm²
totalPowerFinal;0.00781;W
fillCellCount;707;
synthFlopType;dfrtp_1;
area_delta_synth_final;57.0;%
setup_slack;-2.54;ns
period_used_share;354;%
vias;4762;
grt_usage;35.9;%
postLayoutCellArea;5370;µm²
finalCriticalPeriod;3.54;ns
crit_required;1.10;ns
routed-wl-met3;1730;µm
maxCapViolCount;0;
grt_max_degree;26;
drtAntennaViolNets;0;
cts_sinks;5;
synth-cells-yosys;500;
finalSetupViolations;9;
detail_route.vias_per_cell;6.08;
dieWidth;94.4;µm
outcome;finished with violations;
tool_warnings;55;
rsz0062_at_grt;yes;
finalHoldViolCount;0;
relSlewSlack;68.0;%
first_iter_violations;469;
synthDistinctLibCells;75;
yosys_warnings;1;
yosys_register_bits;5;
cts_made_buffers;3;
htreeDepth;1;
wl_met2;6630;µm
cp-end-kind;register;
critical_path.max_fanout;10;
async_flop_share;100;%
cts_root_buffer;clkbuf_8;
core_util_floorplan;41.4;%
cp.arrival;3.64;ns
grt_pass1_wl;23900;µm
grt_pass1_vias;4378;
cts_tree;done;
dpl_worst_slack;-3.31;ns
avgSynthCellArea;6.84;µm²
drc;0;
seq_area_frac_synth;3.66;%
edf_count;0;
ir_drop;0.746;mV
worst_pin_slew;0.480;ns
clkSlewWorstSetupHoldPaths;0.03;ns
route.detailed.wl_per_inst;19.8;µm
worstSetupStartpointType;input pin;
rows;33;
violations;negative setup slack;
first_pass_iters;5;
antenna_found_initial;0;
finalMaxSlewViolations;0;
ios;37;
synth_area;3420;µm²
clock.fmax;282;MHz
gp_congestion;1.08;
die_h;94.4;µm
highest_layer;met4;
metrics by stage:
step                      instances  utilization (%)  hold WS [ns]
after global routing            783             65.0         0.217
after floorplan                 500                -       -0.0956
after CTS                       780             64.0         0.210
after detailed placement        763             60.9         0.438
after global placement          763             60.9         0.443
final                           783             65.0         0.206
synth_stat cells (4+ instances only):
master	count	area, µm²
mux2i_1	6	60.1
o31ai_1	4	30.0
a21o_1	6	45.0
o211ai_1	10	75.1
xnor2_1	8	70.1
o221ai_1	5	43.8
o22ai_1	8	50.1
nand2b_1	13	81.3
dfrtp_1	5	125
a21oi_1	41	205
nand2_1	55	206
o32ai_1	6	52.6
or2_2	4	25.0
nor2b_1	8	50.1
or3_1	4	25.0
buf_2	25	125
inv_1	17	63.8
o21ai_1	13	65.1
o21ai_0	26	130
ha_1	23	288
nor2_1	30	113
nor3_1	9	45.0
o311ai_0	6	52.6
buf_4	13	97.6
a22oi_1	4	30.0
o21a_1	7	52.6
xor2_1	7	61.3
mux2_2	5	56.3
a311oi_1	10	87.6
a31oi_1	8	50.1
a211oi_1	18	135
buf_6	4	45.0
clkbuf_1	10	37.5
nand3_1	16	80.1
what timing repair did:
action,4_1_cts,5_1_grt
pin swaps,20,7
gates resized,80,20
setup endpoints to repair,16,12
buffers inserted,13,3
sequential cells by signal, summed over array words and instances, names as in the netlist:
register,flops
HitEdgeCode,3
RGBout,2
logic make-up (layout without fill, tap and decap cells):
family | after synthesis | count (layout) | synth area share (%)
compound gates | 209 | 209 | 42.4
xor+xnor | 15 | 15 | 3.84
mux | 16 | 16 | 6.00
fa+ha+maj | 26 | 26 | 10.2
buf+inv | 73 | 251 | 11.2
simple gates | 156 | 156 | 22.7
flops | 5 | 5 | 3.66
critical path, cell delays in order:
cell and delay (ns):
buf_8 0.08, clkinvlp_4 0.12, ha_4 0.25, ha_4 0.16, fa_2 0.36, xor2_1 0.15, ha_2 0.19, inv_2 0.05
fa_2 0.46, buf_12 0.16, buf_6 0.13, or3_4 0.34, a311o_1 0.28, o311ai_1 0.09, o22ai_1 0.11, mux2_4 0.29
a22o_1 0.20
cells in the final DEF, fill, tap and decap left out, drive strengths merged, types with 13 or more instances in the layout:
master | netlist | final
a211oi | 18 | 18
nand2b | 13 | 13
nand3 | 16 | 16
ha | 23 | 23
nor2 | 31 | 31
nand2 | 55 | 55
inv | 20 | 19
a21oi | 42 | 42
o21ai | 39 | 39
buf | 43 | 215
power by group:
group	internal [W]	total [W]	switching [W]
registers	0.000248	0.000263	0.0000150
logic	0.00346	0.00719	0.00373
clock network	0.000273	0.000362	0.0000888
metal layers:
layer | up-vias | global-route usage (%)
li1 | 2260 | -
met2 | 297 | 53.9
met4 | 0 | 8.21
met3 | 44 | 6.70
met5 | - | 0
met1 | 2161 | 53.0
cell type report:
type	count	area, µm²	area share (%)
Multi-Input combinational cell	422	3120	58.2
Timing Repair Buffer	227	1850	34.5
Tap cell	105	131	2.45
Sequential cell	5	126	2.36
Inverter	20	88.8	1.66
Clock buffer	4	45.0	0.840
final timing paths:
kind | startpoint | slack [ns] | cells past startpoint | end
hold / removal | resetN | 0.21 | 1 | HitEdgeCode[0]
max in group asynchronous | resetN | 0.59 | 1 | RGBout[6]
min in group clk0 | InsideRectangle | 0.62 | 3 | RGBout[6]
setup / recovery | offsetX[2] | -2.54 | 17 | HitEdgeCode[2]
Power figures rest on the tool's default switching activity, not on a simulated workload.
